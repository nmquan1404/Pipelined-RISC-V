File: design/flow/run.sh
#!/bin/bash
# OpenROAD 26Q1-2900-gdf79404cd8, Yosys 0.63+post, stock flow scripts
make -C /OpenROAD-flow-scripts/flow DESIGN_CONFIG=/design/flow/config.mk WORK_HOME=/design/flow/orfs finish
File: design/flow/config.mk
export PLATFORM = sky130hd
export DESIGN_NAME = Control_hazard_unit
export DESIGN_NICKNAME = Control_hazard_unit
export VERILOG_FILES = /design/flow/design.v
export SDC_FILE = /design/flow/constraint.sdc
export NUM_CORES = 4
export LEC_CHECK = 1
export CORE_UTILIZATION = 50
File: design/flow/constraint.sdc
current_design Control_hazard_unit

set clk_period 23.3
set clk_io_pct 0.2

create_clock -name clk0 -period $clk_period

set non_clock_inputs [all_inputs -no_clocks]
set_input_delay [expr $clk_period * $clk_io_pct] -clock clk0 $non_clock_inputs
set_output_delay [expr $clk_period * $clk_io_pct] -clock clk0 [all_outputs]
File: design/flow/design.v
`timescale 1ns / 1ps
module Control_hazard_unit(
input [4:0] rs1_s2,
input [4:0] rs2_s2,
input [4:0] rd_s3,
input [4:0] rd_s4,
input [31:0] data_rs1,
input [31:0] data_rs2,
input [31:0] alu_result_s3,
input [31:0] wb_s4,
input BrUn,
output BrEq,
output BrLT 
);
reg [31:0] data_op1;
reg [31:0] data_op2;
initial begin
    data_op1 = 0;
    data_op2 = 0;
end
always @(*) begin
    if(rs1_s2 == rd_s3)
        data_op1 = alu_result_s3;
    else if(rs1_s2 == rd_s4)
        data_op1 = wb_s4;
    else data_op1 =  data_rs1;
    if(rs2_s2 == rd_s3)
        data_op2 = alu_result_s3;
    else if(rs2_s2 == rd_s4)
        data_op2 = wb_s4;
    else data_op2 =  data_rs2;   
end
assign BrEq = (data_op1 == data_op2) ? 1 : 0;
assign BrLT = (BrUn) ? ((data_op1 < data_op2) ? 1 : 0) : ((((~data_op1+1) < (~data_op2+1)) ? 1 : 0));
endmodule
==> results.sh <==
# physical design summary
export IMPL_status="completed"
export IMPL_syn_inst=760
export IMPL_path_class="in -> out"
export IMPL_endpoint_kind="output pin"
export IMPL_route_detailed_drc=0
export IMPL_yosys_warnings=1
export IMPL_grt_pass1_vias=5933
export IMPL_ant_nets=0
export IMPL_antenna_cells=0
export IMPL_cp_max_fo=30
export IMPL_seq_area_frac_synth=0
export IMPL_utilization=0.687
export IMPL_synth_area_sq_um=4840
export IMPL_avgRoutedWirePerCell_um=18.7
export IMPL_warnings=33
export IMPL_compound_area_frac=0.292
export IMPL_final_layout_top_logic_cells="clkdlybuf4s50_1 (151), nand2_1 (113), nor2_1 (81)"
export IMPL_crit_family="simple AND/OR/NAND/NOR gates"
export IMPL_clockBufferCount=0
export IMPL_xor_share=0.128
export IMPL_fin_tns_setup_ns=0
export IMPL_rows=35
export IMPL_rsz0062_at_grt="false"
export IMPL_cp_slowest_cell="or4b_1"
export IMPL_drv_slew=0
export IMPL_avgSynthCellArea_sq_um=6.37
export IMPL_finalClockPeriodUsage=0.645
export IMPL_worst_slew_pin_slew_ns=0.800
export IMPL_leakage_nw=2.39
export IMPL_fillers=790
export IMPL_dr_total_vias=6419
export IMPL_fp_dieW_um=100
export IMPL_slew_headroom=0.462
export IMPL_mux_share=0.0124
export IMPL_setup_viol_count_final=0
export IMPL_synth_cellmix_adderShare=0.168
export IMPL_seq_cells=0
export IMPL_final_common_cell="clkdlybuf4s50_1"
export IMPL_drive_above_1_share=0.0353
export IMPL_area_growth_syn_to_layout_pct=32.3
export IMPL_max_cap_viol_count=0
export IMPL_cts_hold_buffers=0
export IMPL_ys_area_sq_um=4840
export IMPL_crit_arrival_ns=10.38
export IMPL_clock_fmax_ghz=0.0665
export IMPL_worst_path_buf_inv=4
export IMPL_floorplan_core_util=0.519
export IMPL_timing_final_ws_setup_ns=8.26
export IMPL_crit_required_ns=18.64
export IMPL_overflow=0
export IMPL_cp_start_kind="input port"
export IMPL_ys_cells=760
export IMPL_fp_coreArea_sq_um=9330
export IMPL_cts_setup_buffers=0
export IMPL_max_stage_delay_ns=0.87
export IMPL_grt_max_degree=66
export IMPL_yosysUniqueCellTypes=66
export IMPL_dieArea_sq_um=10100
export IMPL_antenna_found_initial=0
export IMPL_die_height_um=100
export IMPL_vias_per_cell=6.38
export IMPL_top_cell_area_share=0.168
export IMPL_final_area_sq_um=6410
export IMPL_io_pins=151
export IMPL_initialDrtViolationCount=401
export IMPL_grt_total_usage=0.371
export IMPL_cp_cell_sequence="clkdlybuf4s50_1, xnor2_1, and3_1, nand2_1, buf_4, nand2_1, a21oi_1, a21oi_1, ha_1, inv_1, or4b_1, nor4_4, xnor2_1, ha_1, a21o_1, a21oi_1, nor2_1, a2111oi_0, o31ai_1, o21ai_0, clkdlybuf4s50_1"
export IMPL_top_cells_by_area="ha_1 (17%), xnor2_1 (9.6%), nand2_1 (8.8%)"
export IMPL_peakVddDrop_v=0.0000166
export IMPL_top_logic_kind="simple AND/OR/NAND/NOR gates"
export IMPL_hold_violations=0
export IMPL_powerDensity_nw_per_um2=22.8
export IMPL_first_pass_iters=5
export IMPL_routed_wl_mm=18.8
export IMPL_grt_pass1_wl_mm=29.6
export IMPL_cts_resized=0
export IMPL_placed_area_sq_um=6410
export IMPL_cpMostUsedCell="a21oi_1"
export IMPL_numPortBuffers=151
export IMPL_dpl_hpwl_mm=14.7
export IMPL_post_place_ws_ns=8.35
export IMPL_min_period_ns=15.04
export IMPL_synth_cellmix_simpleShare=0.349
export IMPL_finalPower_w=0.000146
export IMPL_hp_class="in -> out"
export IMPL_routabilityCongestion=1.05
export IMPL_register_area_sq_um=0
export IMPL_yosysTopAreaCell="ha_1"
routing by layer:
metal / wire length, um / share of wire / vias up / global-route usage
li1: - / - / 3058 / -
met1: 7770 / 0.41 / 2903 / 0.525
met2: 8480 / 0.45 / 406 / 0.614
met3: 2150 / 0.11 / 52 / 0.0382
met4: 394 / 0.021 / 0 / 0.0702
met5: 0 / 0 / - / 0
path summary, 6_finish.rpt:
path,endpoint,cells past startpoint,startpoint
setup / recovery,BrLT,21,rs1_s2[3]
hold / removal,BrLT,5,BrUn
per-stage QoR:
step,hold WS (ns),instances
6_report,10.47,1006
5_1_grt,10.52,1006
4_1_cts,10.47,1006
3_5_place_dp,10.47,1006
3_3_place_gp,10.48,1006
2_1_floorplan,9.44,760
cell type report:
cell class / count / area, sq um / share of cell area
Multi-Input combinational cell: 702 / 4610 / 0.719
Tap cell: 129 / 161 / 0.0252
Inverter: 13 / 48.8 / 0.00761
Timing Repair Buffer: 162 / 1590 / 0.249
kinds of logic (layout without fill, tap and decap cells):
group | after synthesis | in the layout
simple gates | 344 | 344
compound gates | 216 | 216
xor+xnor | 71 | 71
fa+ha+maj | 65 | 65
buf+inv | 58 | 175
mux | 6 | 6
synthesized netlist by cell type, drive strengths merged (3+ instances only):
cell type and number:
nand2 114, nor2 82, ha 65, xnor2 53, a21oi 48, nor3 44
a31oi 38, o21ai 37, nand3 32, clkbuf 23, buf 22, a21o 19
xor2 18, nand4 15, nor4 14, inv 13, a21boi 10, o21a 9
o22ai 8, o31ai 8, or4 8, a32o 7, and3 6, mux2i 6
nor2b 6, o211ai 6, or2 5, or3 5, a211oi 3, and2 3
o2bb2ai 3, o311ai 3, o41ai 3, or4b 3
tightest hold or removal path, delay by kind of cell:
family / cells / cell delay (ns)
compound gates: 3 / 0.24
buf+inv: 2 / 0.91
power breakdown:
group	switching (W)	leakage (nW)	internal, W	total (W)
logic	0.0000786	2.39	0.0000673	0.000146
clock network	0	0	0	0
registers	0	0	0	0
Power figures rest on the tool's default switching activity, not on a simulated workload.
