**run.sh**
```bash
#!/bin/bash
# OpenROAD 26Q1-2900-gdf79404cd8, Yosys 0.63+post, stock flow scripts
make -C /OpenROAD-flow-scripts/flow DESIGN_CONFIG=/design/flow/config.mk WORK_HOME=/design/flow/orfs finish
```
**config.mk**
```make
export PLATFORM = sky130hd
export DESIGN_NAME = ALU
export DESIGN_NICKNAME = ALU
export VERILOG_FILES = /design/flow/design.v
export SDC_FILE = /design/flow/constraint.sdc
export NUM_CORES = 4
export LEC_CHECK = 1
export CORE_UTILIZATION = 30
```
**constraint.sdc**
```tcl
current_design ALU

set clk_period 24.7
set clk_io_pct 0.2

create_clock -name clk0 -period $clk_period

set non_clock_inputs [all_inputs -no_clocks]
set_input_delay [expr $clk_period * $clk_io_pct] -clock clk0 $non_clock_inputs
set_output_delay [expr $clk_period * $clk_io_pct] -clock clk0 [all_outputs]
```
**design.v**
```verilog
`timescale 1ns / 1ps
module ALU(
input [31:0] dataA,
input [31:0] dataB,
input [3:0] sel,
output reg [31:0] result,
output zero
);
always @(*) begin
    case (sel)
        4'b0010: result = dataA + dataB;             
        4'b0110: result = dataA - dataB;             
        4'b0000: result = dataA & dataB;             
        4'b0001: result = dataA | dataB;             
        4'b0011: result = dataA << dataB;            
        4'b0100: begin                               
                     if((~dataA+1) < (~dataB+1)) result = 1;
                     else result = 0;
                 end
        4'b0101: begin                               
                    if(dataA < dataB) result = 1;
                    else result = 0;
                 end 
        4'b0111: result = dataA ^ dataB;             
        4'b1000: result = dataA >> dataB;            
        4'b1010: result = dataA >>> dataB;           
        4'b1111: result = dataB;                     
        default: result = 32'hxxxxxxxx;
    endcase
end 
assign zero = (!result) ? 1 : 0;
endmodule
```
==> metrics.yaml <==
layout_top_cell: "nor2_1"
core_util_floorplan: 0.305
drt-pass1-iter-count: 7
area_growth_syn_to_layout_pct: 12.2
ys_seq_share: 0
grt_pass1_wl_mm: 86.7
start_kind: "primary input"
internal_power_w: 0.000116
overflow: 0
maxCapViolCount: 0
p_switching_w: 0.000182
p_leak_nw: 5.02
fillers: 4031
flop-count: 0
required_ns: 19.76
ctsResizeCount: 0
yosys_area_um2: 11500
dieArea_um2: 39000
grt_max_degree: 57
clock_power_share: 0
critPathKind: "primary input to output port"
hold-worst-slack_ns: 10.93
rsz0062_at_grt: "false"
drv_slew: 0
synth_cell_types: 90
ir_drop_v: 0.0000109
drc: 0
finalSetupTns_ns: 0
seq_area_um2: 0
comb_power_share: 1.000
tool_warnings: 96
vias: 13900
instances_no_fill: 2158
min_period_ns: 15.68
io_pins: 101
crit_fanout: 13
holdBufCountCts: 0
worstPathArrival_ns: 10.74
die_x_um: 197
syn-instance-count: 1641
port_buffers: 101
antenna_found_initial: 2
finalCritPeriodShare: 0.635
max_freq_mhz: 63.8
dp.cells: 2158
postCtsSetupBuffers: 0
syn_area_um2: 11500
status: "complete, no violations"
wl_per_cell_um: 27.3
avgSynthCellArea_um2: 6.98
place_area_um2: 12800
worst_pin_slew_ns: 1.01
netSwitchingFraction: 0.611
drive_gt1_frac: 0.0905
final_antenna_net_count: 0
slew_headroom: 0.313
grt_pass1_vias: 12800
wl_mm: 59.0
coreArea_um2: 37600
postLayoutCoreUtil: 0.342
gr-usage-all-layers: 0.304
hold_path.class: "primary input to output port"
hold_viol: 0
viasPerCell: 6.42
power_density_nw_per_um2: 23.2
dp_hpwl_mm: 46.2
mostFrequentLayoutCells: "nor2_1 (159), nand2_1 (145), ha_1 (129)"
final_area_um2: 12800
die_h_um: 197
initialDrtViolationCount: 1617
yosysWarningCount: 1
routabilityCongestion: 1.06
clock_buffer_count: 0
rows: 71
p_seq_frac: 0
ys_cells: 1641
end_kind: "output port"
setup_viol: 0
diodes: 0
==> per-layer routing <==
layer  GRT usage  part of all wire
met1       0.422              0.42
met2       0.481              0.45
met3      0.0552             0.093
met4      0.0936             0.039
met5           0           0.00020
==> path summary, 6_finish.rpt <==
| check | from | to | slack [ns] | depth (start not counted) |
|---|---|---|---|---|
| max | dataA[0] | zero | 9.02 | 16 |
| min | sel[0] | result[0] | 10.93 | 5 |
==> worst max-delay path: stages <==
cell and delay (ns):
clkdlybuf4s50_1 0.82, ha_1 0.32, inv_1 0.07, fa_1 0.37
nand2b_1 0.23, a2111oi_2 0.58, o22ai_1 0.24, a221o_1 0.37
o21ai_0 0.13, o211ai_1 0.17, or4_1 0.55, nor4_1 0.52
and4bb_1 0.39, nand4b_1 0.23, nor4b_2 0.29, clkdlybuf4s50_1 0.51
==> through the flow <==
step	setup slack [ns]	total power [W]
CTS	9.09	0.000291
floorplan	10.73	0.000177
finish	9.02	0.000298
global placement	9.06	0.000291
detailed placement	9.11	0.000289
global route	8.66	0.000318
==> cells in the mapped netlist (32+ instances only) <==
master / number / area [um^2]
a21oi_1: 97 / 485
nor3_1: 51 / 255
clkbuf_1: 98 / 368
nand2_1: 145 / 544
xnor2_1: 72 / 631
inv_1: 97 / 364
o21ai_0: 95 / 475
nor2_1: 159 / 597
mux2i_1: 72 / 721
ha_1: 129 / 1610
a211oi_1: 32 / 240
mux4_2: 47 / 1060
nand3_1: 42 / 210
==> power by group through the flow <==
| stage | clock network, W | logic (W) | registers (W) |
|---|---|---|---|
| 4_1_cts | 0 | 0.000291 | 0 |
| 5_1_grt | 0 | 0.000318 | 0 |
| 6_report | 0 | 0.000298 | 0 |
==> logic make-up (layout without fill, tap and decap cells) <==
| group | Yosys count | after routing | share of synthesized area |
|---|---|---|---|
| simple gates | 553 | 553 | 0.235 |
| xor+xnor | 77 | 77 | 0.0589 |
| buf+inv | 244 | 250 | 0.0871 |
| compound gates | 492 | 492 | 0.295 |
| mux | 144 | 144 | 0.180 |
| fa+ha+maj | 131 | 131 | 0.144 |
==> final cells by class <==
class / instances / area (um^2) / area share
Multi-Input combinational cell: 1397 / 10500 / 0.815
Timing Repair Buffer: 151 / 1370 / 0.106
Tap cell: 511 / 639 / 0.0498
Inverter: 99 / 372 / 0.0289
Power and IR drop assume default switching activity.
