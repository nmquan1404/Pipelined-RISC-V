==> design/flow/design.v <==
`timescale 1ns / 1ps
module RegisterFile(
input [4:0] rs1, 
input [4:0] rs2, 
input [4:0] wa, 
input we, 
input clk,
input [31:0] wd,
output [31:0] rd1, 
output [31:0] rd2
);
reg [31:0] mem[0:31];
integer i;
initial begin
    for(i = 0; i < 32; i = i + 1)
        mem[i] = 0;
end
always @(posedge clk) begin
    if(we) begin 
        mem[wa] = wd;
    end   
end 
assign rd1 = mem[rs1];
assign rd2 = mem[rs2];
endmodule
==> design/flow/run.sh <==
#!/bin/bash
# OpenROAD 26Q1-2900-gdf79404cd8, Yosys 0.63+post, stock flow scripts
make -C /OpenROAD-flow-scripts/flow DESIGN_CONFIG=/design/flow/config.mk WORK_HOME=/design/flow/orfs finish
==> design/flow/config.mk <==
export PLATFORM = sky130hd
export DESIGN_NAME = RegisterFile
export DESIGN_NICKNAME = RegisterFile
export VERILOG_FILES = /design/flow/design.v
export SDC_FILE = /design/flow/constraint.sdc
export NUM_CORES = 4
export LEC_CHECK = 1
export CORE_UTILIZATION = 40
==> design/flow/constraint.sdc <==
current_design RegisterFile

set clk_period 8.5
set clk_io_pct 0.2

create_clock -name clk0 -period $clk_period [get_ports {clk}]

set non_clock_inputs [all_inputs -no_clocks]
set_input_delay [expr $clk_period * $clk_io_pct] -clock clk0 $non_clock_inputs
set_output_delay [expr $clk_period * $clk_io_pct] -clock clk0 [all_outputs]
==> impl_metrics.tcl <==
# place-and-route summary
set metrics [dict create \
    slew_headroom 0.421 \
    mostFrequentLayoutCells "mux2i_1, edfxtp_1, nand3_1, nand2_1" \
    synthCells 3386 \
    ys_cells 3386 \
    ant_nets 0 \
    dp_cells 4985 \
    worst_pin_slew_ns 0.868 \
    status "completed" \
    cts_tree "built" \
    hold_viol_final 0 \
    netlist.top_cell.by_area "edfxtp_1" \
    tool_warnings 26 \
    min_path_type "in2reg" \
    postCtsSetupBuffers 0 \
    io_buffer_count 112 \
    antenna_found_initial 7 \
    rsz0062_at_grt "no" \
    ys_seq_frac 0.630 \
    cts_buffer_depth 3 \
    power_mw 11.0 \
    fp_util 0.405 \
    layout-drive-gt1-share 0.0863 \
    cts.sinks 1024 \
    cts_resized 0 \
    clock-root-buffer "clkbuf_16" \
    cp-start-kind "input pin" \
    fp.coreArea_um2 120000 \
    arrival_ns 4.89 \
    post-route-min-period_ns 6.59 \
    cts_max_level 3 \
    dp_slack_ns 1.96 \
    criticalPathCategory "in2out" \
    post-dp-hpwl_um 82900 \
    die_x_um 351 \
    grt.overflow.total 0 \
    chipArea_um2 123000 \
    drv_cap 0 \
    critPathCaptureType "output port" \
    setup_viol 0 \
    hold_depth 2 \
    fin_setup_tns_ns 0 \
    wl_um 150000 \
    fmax_mhz 152 \
    cp-startpoint "rs2[0]" \
    rows 127 \
    avgSynthCellArea_um2 14.4 \
    final_cells 5172 \
    synthTopCellsByArea "edfxtp_1, mux2i_1, a22oi_1" \
    post-route-drc-count 0 \
    maxSlewViolCount 0 \
    yosys_warnings 1 \
    post_drt_via_cell_ratio 5.91 \
    critical_path_peak_fanout 26 \
    numCtsBuffers 104 \
    gp_congestion 0.873 \
    required_ns 6.80 \
    grt_pass1_vias 31700 \
    ys_area_um2 48800 \
    ctsHoldBuffers 0 \
    min_from "wd[26]" \
    grt_use_total 0.260 \
    num_io_pins 113 \
    synthDistinctLibCells 23 \
    clk_pin_slew_ns 0.07 \
    area_delta_synth_final_pct 12.8 \
    fin_ws_ns 1.91 \
    largest_register_ffs 1024 \
    drtPass1Iterations 5 \
    grt_start_max_net_pins 90 \
    p_per_area_nw_per_um2 200 \
    numSynthFlops 1024 \
    synth.top_cell.area_share 0.630 \
    min_period_over_period 0.776 \
    fp.dieH_um 351 \
    wl_per_cell_um 28.9 \
    initialDrtViolationCount 1925 \
    ir_drop_v 0.000145 \
    p_leak_nw 20.1 \
    grt_pass1_wl_um 214000 \
    synthesis.area_um2 48800 \
    via_count 30600 \
]
## worst paths after layout
kind | to | slack [ns]
worst max-delay path | rd2[9] | 1.91
worst min-delay path | mem[24][26]$_DFFE_PP_ | 1.84
## where the power goes
| group | switching (mW) | leakage (nW) | internal (mW) |
|---|---|---|---|
| clock network | 1.88 | 1.53 | 2.45 |
| registers | 0.0236 | 9.22 | 5.62 |
| logic | 0.641 | 9.29 | 0.392 |
## cells by family after synthesis
family                 synth area share
buffers and inverters            0.0321
AND-OR/OR-AND                    0.0804
AND/OR/NAND/NOR                  0.0471
multiplexers                      0.210
flip-flops                        0.630
## cells in the mapped netlist
cell type / count
a21oi_1: 192
a22o_1: 128
a22oi_1: 192
a31oi_1: 64
and2_1: 2
buf_1: 1
buf_2: 70
buf_4: 47
buf_6: 45
clkbuf_1: 86
clkbuf_4: 4
edfxtp_1: 1024
mux2i_1: 1024
nand2_1: 195
nand2b_1: 4
nand3_1: 194
nand3b_1: 5
nor2_1: 35
nor2b_1: 4
nor3_1: 64
or2_2: 2
or3_1: 1
or3b_2: 3
## routing by layer
metal	part of all wire	track usage
met3	0.14	0.155
met5	0.00080	0.00392
met1	0.35	0.324
met4	0.036	0.0738
met2	0.47	0.394
## per-stage QoR
| stage | hold WS [ns] | cell area (µm²) | util |
|---|---|---|---|
| finish | 1.84 | 55000 | 0.457 |
| global placement | 2.54 | 51900 | 0.431 |
| global route | 1.84 | 55000 | 0.457 |
| detailed placement | 2.54 | 51900 | 0.431 |
| floorplan | 1.80 | 48800 | - |
| CTS | 1.81 | 55000 | 0.457 |
## area by class of cell
cell class,instances,area (µm²)
antenna,1,2.50
clock buffer,134,2760
clock inverter,52,389
fill,10500,65400
multi-input combinational,2109,16800
sequential,1024,30700
tap,1612,2020
timing repair buffer,240,2350
## critical path, stage by stage
cell and delay (ns):
clkdlybuf4s50_1 0.63, nor2b_4 0.73, buf_4 0.48, a22o_1 0.21
nor3_1 0.04, a31oi_1 0.20, nand3_1 0.25, clkdlybuf4s50_1 0.60
Power and IR drop assume default switching activity.
